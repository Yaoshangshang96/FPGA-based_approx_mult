$ cat config.mk
export PLATFORM = sky130hd
export DESIGN_NAME = conv2_buf
export DESIGN_NICKNAME = conv2_buf
export VERILOG_FILES = /design/flow/design.v
export SDC_FILE = /design/flow/constraint.sdc
export NUM_CORES = 4
export LEC_CHECK = 1
export CORE_UTILIZATION = 40
$ cat constraint.sdc
current_design conv2_buf

set clk_period 129.9
set clk_io_pct 0.2

create_clock -name clk0 -period $clk_period [get_ports {clk}]

set non_clock_inputs [all_inputs -no_clocks]
set_input_delay [expr $clk_period * $clk_io_pct] -clock clk0 $non_clock_inputs
set_output_delay [expr $clk_period * $clk_io_pct] -clock clk0 [all_outputs]
$ cat design.v
 module conv2_buf #(parameter WIDTH = 12, HEIGHT = 12, DATA_BITS = 12) (
   input clk,
   input rst_n,
   input valid_in,
   input [DATA_BITS - 1:0] data_in,
   output reg [DATA_BITS - 1:0] data_out_0, data_out_1, data_out_2, data_out_3, data_out_4,
   data_out_5, data_out_6, data_out_7, data_out_8, data_out_9,
   data_out_10, data_out_11, data_out_12, data_out_13, data_out_14,
   data_out_15, data_out_16, data_out_17, data_out_18, data_out_19,
   data_out_20, data_out_21, data_out_22, data_out_23, data_out_24,
   output reg valid_out_buf
 );
 localparam FILTER_SIZE = 5;
 reg [DATA_BITS - 1:0] buffer [0:WIDTH * FILTER_SIZE - 1];
 reg [DATA_BITS - 1:0] buf_idx;
 reg [4:0] w_idx, h_idx;
 reg [2:0] buf_flag;   
 reg state;
 always @(posedge clk) begin
   if(~rst_n) begin
     buf_idx <= 0;
     w_idx <= 0;
     h_idx <= 0;
     buf_flag <= 0;
     state <= 0;
     valid_out_buf <= 0;
     data_out_0 <= 12'bx;
     data_out_1 <= 12'bx;
     data_out_2 <= 12'bx;
     data_out_3 <= 12'bx;
     data_out_4 <= 12'bx;
     data_out_5 <= 12'bx;
     data_out_6 <= 12'bx;
     data_out_7 <= 12'bx;
     data_out_8 <= 12'bx;
     data_out_9 <= 12'bx;
     data_out_10 <= 12'bx;
     data_out_11 <= 12'bx;
     data_out_12 <= 12'bx;
     data_out_13 <= 12'bx;
     data_out_14 <= 12'bx;
     data_out_15 <= 12'bx;
     data_out_16 <= 12'bx;
     data_out_17 <= 12'bx;
     data_out_18 <= 12'bx;
     data_out_19 <= 12'bx;
     data_out_20 <= 12'bx;
     data_out_21 <= 12'bx;
     data_out_22 <= 12'bx;
     data_out_23 <= 12'bx;
     data_out_24 <= 12'bx;
   end else begin
   if(valid_in) begin
     buf_idx <= buf_idx + 1'b1;
     if(buf_idx == WIDTH * FILTER_SIZE - 1) begin  
       buf_idx <= 0;
     end
     buffer[buf_idx] <= data_in;   
     if(!state) begin
       if(buf_idx == WIDTH * FILTER_SIZE - 1) begin
         state <= 1;
       end
     end else begin  
       w_idx <= w_idx + 1'b1;  
      if(w_idx == WIDTH - FILTER_SIZE + 1) begin
        valid_out_buf <= 1'b0;   
      end else if(w_idx == WIDTH - 1) begin
        buf_flag <= buf_flag + 1;
        if(buf_flag == FILTER_SIZE - 1) begin
          buf_flag <= 0;
        end
        w_idx <= 0;
        if(h_idx == HEIGHT - FILTER_SIZE) begin  
          h_idx <= 0;
          state <= 0;
        end
          h_idx <= h_idx + 1;
      end else if(w_idx == 0) begin
        valid_out_buf <= 1'b1;   
      end
     if(buf_flag == 3'd0) begin
       data_out_0 <= buffer[w_idx];
       data_out_1 <= buffer[w_idx + 1];
       data_out_2 <= buffer[w_idx + 2];
       data_out_3 <= buffer[w_idx + 3];
       data_out_4 <= buffer[w_idx + 4];
       data_out_5 <= buffer[w_idx + WIDTH];
       data_out_6 <= buffer[w_idx + 1 + WIDTH];
       data_out_7 <= buffer[w_idx + 2 + WIDTH];
       data_out_8 <= buffer[w_idx + 3 + WIDTH];
       data_out_9 <= buffer[w_idx + 4 + WIDTH];
       data_out_10 <= buffer[w_idx + WIDTH * 2];
       data_out_11 <= buffer[w_idx + 1 + WIDTH * 2];
       data_out_12 <= buffer[w_idx + 2 + WIDTH * 2];
       data_out_13 <= buffer[w_idx + 3 + WIDTH * 2];
       data_out_14 <= buffer[w_idx + 4 + WIDTH * 2];
       data_out_15 <= buffer[w_idx + WIDTH * 3];
       data_out_16 <= buffer[w_idx + 1 + WIDTH * 3];
       data_out_17 <= buffer[w_idx + 2 + WIDTH * 3];
       data_out_18 <= buffer[w_idx + 3 + WIDTH * 3];
       data_out_19 <= buffer[w_idx + 4 + WIDTH * 3];
       data_out_20 <= buffer[w_idx + WIDTH * 4];
       data_out_21 <= buffer[w_idx + 1 + WIDTH * 4];
       data_out_22 <= buffer[w_idx + 2 + WIDTH * 4];
       data_out_23 <= buffer[w_idx + 3 + WIDTH * 4];
       data_out_24 <= buffer[w_idx + 4 + WIDTH * 4];
     end else if(buf_flag == 3'd1) begin
       data_out_0 <= buffer[w_idx + WIDTH];
       data_out_1 <= buffer[w_idx + 1 + WIDTH];
       data_out_2 <= buffer[w_idx + 2 + WIDTH];
       data_out_3 <= buffer[w_idx + 3 + WIDTH];
       data_out_4 <= buffer[w_idx + 4 + WIDTH];
       data_out_5 <= buffer[w_idx + WIDTH * 2];
       data_out_6 <= buffer[w_idx + 1 + WIDTH * 2];
       data_out_7 <= buffer[w_idx + 2 + WIDTH * 2];
       data_out_8 <= buffer[w_idx + 3 + WIDTH * 2];
       data_out_9 <= buffer[w_idx + 4 + WIDTH * 2];
       data_out_10 <= buffer[w_idx + WIDTH * 3];
       data_out_11 <= buffer[w_idx + 1 + WIDTH * 3];
       data_out_12 <= buffer[w_idx + 2 + WIDTH * 3];
       data_out_13 <= buffer[w_idx + 3 + WIDTH * 3];
       data_out_14 <= buffer[w_idx + 4 + WIDTH * 3];
       data_out_15 <= buffer[w_idx + WIDTH * 4];
       data_out_16 <= buffer[w_idx + 1 + WIDTH * 4];
       data_out_17 <= buffer[w_idx + 2 + WIDTH * 4];
       data_out_18 <= buffer[w_idx + 3 + WIDTH * 4];
       data_out_19 <= buffer[w_idx + 4 + WIDTH * 4];
       data_out_20 <= buffer[w_idx];
       data_out_21 <= buffer[w_idx + 1];
       data_out_22 <= buffer[w_idx + 2];
       data_out_23 <= buffer[w_idx + 3];
       data_out_24 <= buffer[w_idx + 4];
     end else if(buf_flag == 3'd2) begin
       data_out_0 <= buffer[w_idx + WIDTH * 2];
       data_out_1 <= buffer[w_idx + 1 + WIDTH * 2];
       data_out_2 <= buffer[w_idx + 2 + WIDTH * 2];
       data_out_3 <= buffer[w_idx + 3 + WIDTH * 2];
       data_out_4 <= buffer[w_idx + 4 + WIDTH * 2];
       data_out_5 <= buffer[w_idx + WIDTH * 3];
       data_out_6 <= buffer[w_idx + 1 + WIDTH * 3];
       data_out_7 <= buffer[w_idx + 2 + WIDTH * 3];
       data_out_8 <= buffer[w_idx + 3 + WIDTH * 3];
       data_out_9 <= buffer[w_idx + 4 + WIDTH * 3];
       data_out_10 <= buffer[w_idx + WIDTH * 4];
       data_out_11 <= buffer[w_idx + 1 + WIDTH * 4];
       data_out_12 <= buffer[w_idx + 2 + WIDTH * 4];
       data_out_13 <= buffer[w_idx + 3 + WIDTH * 4];
       data_out_14 <= buffer[w_idx + 4 + WIDTH * 4];
       data_out_15 <= buffer[w_idx];
       data_out_16 <= buffer[w_idx + 1];
       data_out_17 <= buffer[w_idx + 2];
       data_out_18 <= buffer[w_idx + 3];
       data_out_19 <= buffer[w_idx + 4];
       data_out_20 <= buffer[w_idx + WIDTH];
       data_out_21 <= buffer[w_idx + 1 + WIDTH];
       data_out_22 <= buffer[w_idx + 2 + WIDTH];
       data_out_23 <= buffer[w_idx + 3 + WIDTH];
       data_out_24 <= buffer[w_idx + 4 + WIDTH];
     end else if(buf_flag == 3'd3) begin
       data_out_0 <= buffer[w_idx + WIDTH * 3];
       data_out_1 <= buffer[w_idx + 1 + WIDTH * 3];
       data_out_2 <= buffer[w_idx + 2 + WIDTH * 3];
       data_out_3 <= buffer[w_idx + 3 + WIDTH * 3];
       data_out_4 <= buffer[w_idx + 4 + WIDTH * 3];
       data_out_5 <= buffer[w_idx + WIDTH * 4];
       data_out_6 <= buffer[w_idx + 1 + WIDTH * 4];
       data_out_7 <= buffer[w_idx + 2 + WIDTH * 4];
       data_out_8 <= buffer[w_idx + 3 + WIDTH * 4];
       data_out_9 <= buffer[w_idx + 4 + WIDTH * 4];
       data_out_10 <= buffer[w_idx];
       data_out_11 <= buffer[w_idx + 1];
       data_out_12 <= buffer[w_idx + 2];
       data_out_13 <= buffer[w_idx + 3];
       data_out_14 <= buffer[w_idx + 4];
       data_out_15 <= buffer[w_idx + WIDTH];
       data_out_16 <= buffer[w_idx + 1 + WIDTH];
       data_out_17 <= buffer[w_idx + 2 + WIDTH];
       data_out_18 <= buffer[w_idx + 3 + WIDTH];
       data_out_19 <= buffer[w_idx + 4 + WIDTH];
       data_out_20 <= buffer[w_idx + WIDTH * 2];
       data_out_21 <= buffer[w_idx + 1 + WIDTH * 2];
       data_out_22 <= buffer[w_idx + 2 + WIDTH * 2];
       data_out_23 <= buffer[w_idx + 3 + WIDTH * 2];
       data_out_24 <= buffer[w_idx + 4 + WIDTH * 2];      
     end else if(buf_flag == 3'd4) begin
       data_out_0 <= buffer[w_idx + WIDTH * 4];
       data_out_1 <= buffer[w_idx + 1 + WIDTH * 4];
       data_out_2 <= buffer[w_idx + 2 + WIDTH * 4];
       data_out_3 <= buffer[w_idx + 3 + WIDTH * 4];
       data_out_4 <= buffer[w_idx + 4 + WIDTH * 4];
       data_out_5 <= buffer[w_idx];
       data_out_6 <= buffer[w_idx + 1];
       data_out_7 <= buffer[w_idx + 2];
       data_out_8 <= buffer[w_idx + 3];
       data_out_9 <= buffer[w_idx + 4];
       data_out_10 <= buffer[w_idx + WIDTH];
       data_out_11 <= buffer[w_idx + 1 + WIDTH];
       data_out_12 <= buffer[w_idx + 2 + WIDTH];
       data_out_13 <= buffer[w_idx + 3 + WIDTH];
       data_out_14 <= buffer[w_idx + 4 + WIDTH];
       data_out_15 <= buffer[w_idx + WIDTH * 2];
       data_out_16 <= buffer[w_idx + 1 + WIDTH * 2];
       data_out_17 <= buffer[w_idx + 2 + WIDTH * 2];
       data_out_18 <= buffer[w_idx + 3 + WIDTH * 2];
       data_out_19 <= buffer[w_idx + 4 + WIDTH * 2];
       data_out_20 <= buffer[w_idx + WIDTH * 3];
       data_out_21 <= buffer[w_idx + 1 + WIDTH * 3];
       data_out_22 <= buffer[w_idx + 2 + WIDTH * 3];
       data_out_23 <= buffer[w_idx + 3 + WIDTH * 3];
       data_out_24 <= buffer[w_idx + 4 + WIDTH * 3];   
     end
     end
   end
 end
 end
endmodule
$ cat run.sh
#!/bin/bash
# OpenROAD 26Q1-2900-gdf79404cd8, Yosys 0.63+post, stock flow scripts
make -C /OpenROAD-flow-scripts/flow DESIGN_CONFIG=/design/flow/config.mk WORK_HOME=/design/flow/orfs finish
==> reports/results.ini <==
[synth]
ys_cells = 8581
flop_cell = sky130_fd_sc_hd__edfxtp_1
synthDominantCellAreaShare_pct = 30.3
synth_warnings = 1
post_synth_inst_count = 8581
syn_area_um2 = 101000
yosysUniqueCellTypes = 103
yosysSeqAreaShare_pct = 30.9
ys_area_um2 = 101000
synth_area_leader_cell = sky130_fd_sc_hd__edfxtp_1
ys.flops = 1052
synth.avg_cell_area_um2 = 11.8
synth-edff-count = 1020
synth_async_sr_flop_share_pct = 0
ys_top_cells_by_area = sky130_fd_sc_hd__edfxtp_1 30%, sky130_fd_sc_hd__mux4_2 29%, sky130_fd_sc_hd__mux2i_1 7.6%

[timing]
skew_ns = 0.0626
max_transition_viols_final = 0
tightestPinTransition_ns = 1.31
relSlewSlack_pct = 10.4
timing.final.crit_share_pct = 23.1
achievable-frequency_ghz = 0.0333
unrepaired_setup_endpoints_after_global_routing = false
setup_tns_final_ns = 0
fin_crit_ns = 30.02
report.final.hold_viol_count = 0
finalSetupViolCount = 0

[floorplan]
die_height_um = 505
fp_util_pct = 40.2
num_rows = 184
die_w_um = 505
design.core.area_um2 = 251000
fp.dieArea_um2 = 255000
ioPinCount = 316

[setup_path]
critPathLaunch = valid_in
critPathKind = primary input to flop
worstPathRequired_ns = 130.35
worst_setup_end_kind = flop
worst_r2r_startpoint = w_idx[1]
critPathLaunchType = primary input
cp_max_fo = 130
worst_ep_arrival_time_ns = 30.47

[run]
maxCapViolCount = 0
log.warning_count = 53

[cts]
clock_tree.root_cell = sky130_fd_sc_hd__clkbuf_16
cts_hold_buffers = 0
cts_max_path_buffers = 3
postCtsSetupRepairBufs = 0
numClockSinks = 1052
htreeDepth = 4
cts_resized = 0
clkTransAtPathRegs_ns = 0.05
cts-buffers-inserted = 133
cts_tree = built
clk_latency_ns = 0.90

[hold_path]
timing.hold.worst.start = buf_idx[11]
worstHoldPathType = flop to flop

[detailed_routing]
firstDrtPassIters = 8
detail_route.vias_per_cell = 7.51
detail_route.wl_per_cell_um = 52.7
drc_errors = 0
detailedRoute.firstIterationViolations = 11814
vias = 92228
final_antenna_net_count = 0
routed_wl_mm = 648

[power]
design_power_total_uw = 796
power.ir.vdd_worst_v = 0.0000121
total_leakage_power_nw = 36.4
power-per-cell-area_nw_per_um2 = 6.97

[global_routing]
wire_length_of_the_first_global_routing_pass_mm = 846
antenna_found_initial = 59
globalRouteOverflowTotal = 0
grt_util_all_layers_pct = 53.9
grt_pass1_vias = 87690
grt_max_degree = 131

[finish]
layout_cells_sized_above_1_pct = 30.3
largest_reg_flops = 720
regMostFlops = buffer
syn_to_final_growth_pct = 13.1
final_core_util_pct = 45.5

[placed_design]
gp_congestion = 1.16
io_buffer_count = 315
dp.final_hpwl_mm = 506

[status]
run_status = finished clean

-- stage by stage --
step / cell area, um2 / hold WS (ns) / setup slack [ns] / std cells
after global placement: 110000 / 0.505 / 99.37 / 11969
after CTS: 114000 / 0.524 / 100.06 / 12212
after floorplan: 101000 / 0.413 / 81.46 / 8581
final: 114000 / 0.521 / 99.88 / 12280
after global routing: 114000 / 0.556 / 99.77 / 12244
after detailed placement: 110000 / 0.515 / 99.19 / 11969
-- worst max-delay path, cell delays in order --
cell and delay, ns:
sky130_fd_sc_hd__clkdlybuf4s50_1 0.93, sky130_fd_sc_hd__nand2_1 0.49, sky130_fd_sc_hd__o21ai_4 0.29, sky130_fd_sc_hd__buf_4 0.48, sky130_fd_sc_hd__buf_4 0.75, sky130_fd_sc_hd__buf_4 0.71
sky130_fd_sc_hd__buf_12 0.51
-- cell type report --
type	count	area (um2)
Timing Repair Buffer	930	7850
Antenna cell	68	170
Clock buffer	160	3500
Sequential cell	1052	31300
Multi-Input combinational cell	6566	65900
Tap cell	3348	4190
Clock inverter	83	1050
Inverter	73	308
Fill cell	22155	137000
-- synth_stat cells (all sizes together), types with 19 or more instances --
master	number
a221oi	63
a211o	30
nand3b	28
ha	37
and3	34
nor4	23
nor3b	29
mux2i	773
mux2	332
o21ai	419
a21o	32
nor2	632
o21a	42
a22oi	174
a32oi	27
o22ai	203
nand2	796
a31oi	38
o211ai	112
nand2b	29
and2	49
o21bai	26
o22a	25
clkbuf	418
a221o	44
xnor2	19
nor3	101
a21oi	377
nand3	105
nor2b	38
a22o	44
buf	472
mux4	1314
dfxtp	32
o221ai	148
inv	70
a2bb2oi	38
a211oi	139
edfxtp	1020
o31ai	19
-- path summary, 6_finish.rpt --
path                    end  slack, ns  cells past startpoint
max           data_out_7[2]      99.88                      7
min reg2reg     buf_idx[11]       0.52                      2
min             buf_idx[11]       0.52                      2
max reg2reg  data_out_21[5]     121.68                     15
-- report_power, final --
part	internal, mW	total, mW	switching, mW
logic	0.00770	0.0232	0.0155
clock network	0.229	0.396	0.167
registers	0.375	0.377	0.00186
total	0.612	0.796	0.184
-- cell usage in the layout, fill, tap and decap left out, types with 104 or more instances in the layout --
| master | netlist | routed |
|---|---|---|
| sky130_fd_sc_hd__o21ai_0 | 374 | 360 |
| sky130_fd_sc_hd__o221ai_1 | 148 | 146 |
| sky130_fd_sc_hd__clkbuf_16 | 0 | 136 |
| sky130_fd_sc_hd__edfxtp_1 | 1020 | 1020 |
| sky130_fd_sc_hd__mux2i_1 | 772 | 745 |
| sky130_fd_sc_hd__o22ai_1 | 202 | 200 |
| sky130_fd_sc_hd__nor2_1 | 631 | 595 |
| sky130_fd_sc_hd__nand2_1 | 796 | 788 |
| sky130_fd_sc_hd__mux2_2 | 331 | 331 |
| sky130_fd_sc_hd__a211oi_1 | 130 | 128 |
| sky130_fd_sc_hd__clkdlybuf4s50_1 | 0 | 303 |
| sky130_fd_sc_hd__a22oi_1 | 174 | 174 |
| sky130_fd_sc_hd__mux4_2 | 1314 | 1314 |
| sky130_fd_sc_hd__nand3_1 | 104 | 104 |
| sky130_fd_sc_hd__o211ai_1 | 112 | 112 |
| sky130_fd_sc_hd__a21oi_1 | 376 | 375 |
| sky130_fd_sc_hd__buf_4 | 113 | 604 |
-- layer usage --
metal  global-route usage [%]  share of wire (%)  vias up
met2                     66.5                 39     8220
met5                     31.9                1.7        -
met1                     58.6                 30    46176
met4                     33.1                8.4      172
met3                     47.0                 21     1783
li1                         -                  -    35877
-- kinds of logic after synthesis --
logic type               after synthesis  share of synthesized area, %
multiplexers                        2419                          40.7
XOR/XNOR                              45                         0.597
flip-flops                          1052                          30.9
adder cells (fa/ha/maj)               37                         0.458
AND-OR/OR-AND                       2148                          14.7
AND/OR/NAND/NOR                     1917                          8.20
buffers and inverters                963                          4.43
No activity file was given, so power comes from the tool's default toggle rates.
