==> flow/design.v <==
module maxpool_relu #(parameter CONV_BIT = 12, HALF_WIDTH = 12, HALF_HEIGHT = 12, HALF_WIDTH_BIT = 4) (
	input clk,
	input rst_n,	 
	input valid_in,
	input signed [CONV_BIT - 1 : 0] conv_out_1, conv_out_2, conv_out_3,
	output reg [CONV_BIT - 1 : 0] max_value_1, max_value_2, max_value_3,
	output reg valid_out_relu
);
reg signed [CONV_BIT - 1:0] buffer1 [0:HALF_WIDTH - 1];
reg signed [CONV_BIT - 1:0] buffer2 [0:HALF_WIDTH - 1];
reg signed [CONV_BIT - 1:0] buffer3 [0:HALF_WIDTH - 1];
reg [HALF_WIDTH_BIT - 1:0] pcount;
reg state;
reg flag;
always @(posedge clk) begin
	if(~rst_n) begin
		valid_out_relu <= 0;
		pcount <= 0;
		state <= 0;
		flag <= 0;
	end else begin
	if(valid_in == 1'b1) begin
		flag <= ~flag;
		if(flag == 1) begin
			pcount <= pcount + 1;
			if(pcount == HALF_WIDTH - 1) begin
				state <= ~state;
				pcount <= 0;
			end
		end
		if(state == 0) begin	 
			valid_out_relu <= 0;
			if(flag == 0) begin	 
				buffer1[pcount] <= conv_out_1;
				buffer2[pcount] <= conv_out_2;
				buffer3[pcount] <= conv_out_3;
			end else begin	 
				if(buffer1[pcount] < conv_out_1)
					buffer1[pcount] <= conv_out_1;
				if(buffer2[pcount] < conv_out_2)
				  buffer2[pcount] <= conv_out_2;
				if(buffer3[pcount] < conv_out_3)
				  buffer3[pcount] <= conv_out_3;
			end
		end else begin	 
			if(flag == 0) begin	 
				valid_out_relu <= 0;
				if(buffer1[pcount] < conv_out_1)
				  buffer1[pcount] <= conv_out_1;
				if(buffer2[pcount] < conv_out_2)
				  buffer2[pcount] <= conv_out_2;
			  if(buffer3[pcount] < conv_out_3)
				  buffer3[pcount] <= conv_out_3;
			end else begin	 
				valid_out_relu <= 1;
				if(buffer1[pcount] < conv_out_1) begin
					if(conv_out_1 > 0) begin
						max_value_1 <= conv_out_1;
					end else begin
						max_value_1 <= 0;
					end
				end else begin
					if(buffer1[pcount] > 0) begin
						max_value_1 <= buffer1[pcount];
					end else begin
						max_value_1 <= 0;
					end
				end
				if(buffer2[pcount] < conv_out_2) begin
					if(conv_out_2 > 0) begin
						max_value_2 <= conv_out_2;
					end else begin
						max_value_2 <= 0;
					end
				end else begin
					if(buffer2[pcount] > 0) begin
						max_value_2 <= buffer2[pcount];
					end else begin
						max_value_2 <= 0;
					end
				end
				if(buffer3[pcount] < conv_out_3) begin
					if(conv_out_3 > 0) begin
						max_value_3 <= conv_out_3;
					end else begin
						max_value_3 <= 0;
					end
				end else begin
					if(buffer3[pcount] > 0) begin
						max_value_3 <= buffer3[pcount];
					end else begin
						max_value_3 <= 0;
					end
			end
		end		
	end
	end else begin
		valid_out_relu <= 0;
	end
end
end
endmodule
==> flow/run.sh <==
#!/bin/bash
# OpenROAD 26Q1-2900-gdf79404cd8, Yosys 0.63+post, stock flow scripts
make -C /OpenROAD-flow-scripts/flow DESIGN_CONFIG=/design/flow/config.mk WORK_HOME=/design/flow/orfs finish
==> flow/config.mk <==
export PLATFORM = sky130hd
export DESIGN_NAME = maxpool_relu
export DESIGN_NICKNAME = maxpool_relu
export VERILOG_FILES = /design/flow/design.v
export SDC_FILE = /design/flow/constraint.sdc
export NUM_CORES = 4
export LEC_CHECK = 1
export CORE_UTILIZATION = 50
==> flow/constraint.sdc <==
current_design maxpool_relu

set clk_period 17.7
set clk_io_pct 0.2

create_clock -name clk0 -period $clk_period [get_ports {clk}]

set non_clock_inputs [all_inputs -no_clocks]
set_input_delay [expr $clk_period * $clk_io_pct] -clock clk0 $non_clock_inputs
set_output_delay [expr $clk_period * $clk_io_pct] -clock clk0 [all_outputs]
==> Changelog: implementation <==
### Metrics

* CTS tree: done
* Tmin final at 6.63 ns
* Fin. max-slew vios at 0
* Internal at 1.91 mW
* Synth flops at 479
* Grt ovf at 0
* Latency at later pin at 0.58 ns
* Share of cells above drive strength 1 at 0.203
* Seq pwr share at 0.521
* WP data arrival at 6.83 ns
* Postcts setup bufs at 0
* Switching power at 500 uW
* Startpoint types: input port
* Core Area at 38600 sq um
* Post-Synth AOI/OAI Area at 0.0297
* Synth Area per Inst at 18.8 sq um
* MUX share of area at 0.150
* Synth Area in Adders at 0.0252
* Setup repair after global routing missed its margin: false
* Drt total wl at 41.1 mm
* Syn Inst Count at 1042
* Hold Crit Class: reg -> reg
* Post-route ant nets at 0
* WS Path Type: in -> reg
* Setup TNS at 0 ns
* CTS resizes at 0
* Sequential element share of the synthesized area at 0.727
* Basic Gates by Area at 0.0453
* Worst-Margin Slew at 0.895 ns
* First-pass GRT wire length at 63.2 mm
* Clk buf depth at 3
* Crit path max fanout at 23
* Clk slew on worst S/H paths at 0.06 ns
* Via density at 5.62
* CP Data Required Time at 17.90 ns
* Tool warnings at 28
* WL per Instance at 23.9 um
* Post-layout period usage at 0.374
* Async S/R FF share, synth at 0
* Chip width at 200 um
* XORs/XNORs by Area at 0.000892
* Yosys Chip Area at 19600 sq um
* Final Hold Fails at 0
* DP Worst Slack at 10.47 ns
* First DRT Iteration DRCs at 503
* Initial antenna violation count at 0
* WP buf/inv at 2
* Die y size at 200 um
* Cts hold-fix bufs at 0
* Crit-path slowest cell: clkdlybuf4s50_1
* Number of enable flip-flop cells at 468
* Slew HR at 0.403
* Core Util, Final at 0.588
* Number of port buffers at 75
* Most common reg cell: edfxtp_1
* Global placement routability congestion at 0.825
* Floorplan utilization at 0.508
* FMAX at 0.151 GHz
* Max_cap viols at 0
* Clock Power Share at 0.417
* Sw Share at 0.207
* Pwr dens at 106 nW/um^2
* DP Wirelength at 25.4 mm
* CP Capture Type: flip-flop
* Setup violators final at 0
* Vias in the first global route at 10.5k
* Final clock skew at 0.0129 ns
* DRC Markers at 0
* Worst setup margin at 11.07 ns
* Chip Area at 40100 sq um
* Clock buffer count from CTS at 50
* Mapped Area at 19600 sq um
* Distinct cells, synth at 52
* Total GRT Usage at 0.239
* Gate power share at 0.061
* Total number of vias at 9671
* I/O Pins at 76
* Leak at 7.28 nW
* CP max stage delay at 0.84 ns
* Yosys cell count at 1042
* FP Rows at 72
* Root Buffer: clkbuf_16
* YS warnings at 1
* Crit-path leading delay family: buffers and inverters
* Maximum vdd drop at 0.0000744 V
* Outcome: finished clean
* Clock sinks at 479
* Area Overhead vs Synth at 15.8%
* Critical path cell sequence: clkdlybuf4s50_1 > inv_1 > ha_1 > a21oi_1 > o221ai_1 > a22oi_1 > o21ai_2 > maj3_2 > nor2_2
* Ant. Diodes at 0
* Dominant kind of combinational cell: multiplexers
* H-tree levels at 2
* Initial DRT Pass Iterations at 7
* Largest net degree at the start of global routing at 61
[cells in the final DEF, fill, tap and decap left out, drive strengths merged, types with 4 or more instances in the layout]
| cell | instances |
|---|---|
| o31ai | 20 |
| nand3b | 21 |
| clkinv | 17 |
| buf | 45 |
| clkdlybuf4s50 | 75 |
| edfxtp | 468 |
| clkbuf | 70 |
| a21oi | 10 |
| mux4 | 108 |
| o21ai | 41 |
| inv | 38 |
| nor3 | 8 |
| mux2 | 4 |
| nand2b | 13 |
| dfxtp | 11 |
| nor2 | 49 |
| nand4 | 4 |
| ha | 37 |
| nand2 | 67 |
| mux2i | 46 |
[power groups by stage]
stage / clock [mW] / sequential [mW] / combinational [mW]
CTS: 1.03 / 1.26 / 0.151
global route: 1.07 / 1.26 / 0.165
finish: 1.01 / 1.26 / 0.148
[Yosys cell counts (2+ instances only)]
library cell  count  share of area
a211o_1           2        0.00089
nor2b_1           3        0.00096
nand2b_1         13         0.0041
maj3_1            2         0.0010
xor2_1            2        0.00089
o221ai_1          2        0.00089
nor3_1            7         0.0018
inv_1            38         0.0073
a21oi_1          10         0.0025
o31ai_1          20         0.0076
a21boi_0          3         0.0011
nand2_1          67          0.013
nand3b_1         21         0.0080
edfxtp_1        468           0.72
o211ai_1          3         0.0011
dfxtp_1          11          0.011
buf_1             2        0.00038
buf_6             4         0.0023
a31oi_1           3        0.00096
mux2i_1          45          0.023
nor2_1           40         0.0076
clkbuf_1         25         0.0048
o21ai_0          18         0.0046
buf_4             9         0.0034
mux2_2            3         0.0017
nand4_1           4         0.0013
mux4_2          108           0.12
and2_1            3        0.00096
a21o_1            3         0.0011
buf_2            12         0.0031
nor3b_1           3         0.0011
ha_1             37          0.024
nor2_2            9         0.0029
o21ai_1          22         0.0056
nand3_1           3        0.00076
[metal layers]
metal / up-vias / GRT usage / wire, um
li1: 4425 / - / -
met1: 4789 / 0.375 / 15600
met2: 405 / 0.344 / 20000
met3: 50 / 0.129 / 4920
met4: 2 / 0.0371 / 607
met5: - / 0.00833 / 47
[registers in the layout, indices dropped and copies added, names as in the netlist, named ones only]
name / count
max_value_3: 12
buffer2: 144
pcount: 4
flag: 1
valid_out_relu: 1
max_value_2: 12
state: 1
buffer3: 144
max_value_1: 12
buffer1: 144
[final cells by class]
cell class	count	area (sq um)
timing repair buffer	120	1100
clock inverter	22	180
fill	2825	15900
multi-input combinational	475	4960
sequential	479	14300
clock buffer	70	1410
tap	518	648
inverter	38	143
[metrics by stage]
stage	hold WS, ns	power (mW)	cells	area (sq um)
floorplan	0.499	1.38	1044	19600
global placement	0.529	1.43	1630	21100
detailed placement	0.533	1.43	1630	21100
CTS	0.546	2.44	1722	22700
global route	0.594	2.50	1722	22700
finish	0.546	2.41	1722	22700
[final timing paths]
path                  from        endpoint  slack [ns]  cells past startpoint
max          conv_out_2[5]   buffer2[3][2]       11.07                      9
max reg2reg      flip-flop  buffer2[11][9]       12.47                     13
min reg2reg      pcount[1]       flip-flop        0.55                      2
min              pcount[1]       flip-flop        0.55                      2
[worst min-delay path, cell delays in order (launching register included)]
cell      delay (ns)
dfxtp_1         0.34
nand2_1         0.07
a21boi_0        0.09
[logic make-up (layout without fill, tap and decap cells)]
kind of cell,after synthesis,count (layout)
compound gates,93,93
xor+xnor,2,2
fa+ha+maj,40,40
buf+inv,90,250
flops,479,479
mux,158,158
other cells,1,3
simple gates,179,179
Power and IR drop assume default switching activity.
