$ cat run.sh
#!/bin/bash
# OpenROAD 26Q1-2900-gdf79404cd8, Yosys 0.63+post, stock flow scripts
make -C /OpenROAD-flow-scripts/flow DESIGN_CONFIG=/design/flow/config.mk WORK_HOME=/design/flow/orfs finish
$ cat config.mk
export PLATFORM = sky130hd
export DESIGN_NAME = conv1_buf
export DESIGN_NICKNAME = conv1_buf
export VERILOG_FILES = /design/flow/design.v
export SDC_FILE = /design/flow/constraint.sdc
export NUM_CORES = 4
export LEC_CHECK = 1
export CORE_UTILIZATION = 30
$ cat constraint.sdc
current_design conv1_buf

set clk_period 248.7
set clk_io_pct 0.2

create_clock -name clk0 -period $clk_period [get_ports {clk}]

set non_clock_inputs [all_inputs -no_clocks]
set_input_delay [expr $clk_period * $clk_io_pct] -clock clk0 $non_clock_inputs
set_output_delay [expr $clk_period * $clk_io_pct] -clock clk0 [all_outputs]
$ cat design.v
 module conv1_buf #(parameter WIDTH = 28, HEIGHT = 28, DATA_BITS = 8)(
   input clk,
   input rst_n,
   input [DATA_BITS - 1:0] data_in,
   output reg [DATA_BITS - 1:0] data_out_0, data_out_1, data_out_2, data_out_3, data_out_4,
   data_out_5, data_out_6, data_out_7, data_out_8, data_out_9,
   data_out_10, data_out_11, data_out_12, data_out_13, data_out_14,
   data_out_15, data_out_16, data_out_17, data_out_18, data_out_19,
   data_out_20, data_out_21, data_out_22, data_out_23, data_out_24,
   output reg valid_out_buf
 );
 localparam FILTER_SIZE = 5;
 reg [DATA_BITS - 1:0] buffer [0:WIDTH * FILTER_SIZE - 1];
 reg [DATA_BITS - 1:0] buf_idx;
 reg [4:0] w_idx, h_idx;
 reg [2:0] buf_flag;   
 reg state;
 always @(posedge clk) begin
   if(~rst_n) begin
     buf_idx <= -1;
     w_idx <= 0;
     h_idx <= 0;
     buf_flag <= 0;
     state <= 0;
     valid_out_buf <= 0;
     data_out_0 <= 12'bx;
     data_out_1 <= 12'bx;
     data_out_2 <= 12'bx;
     data_out_3 <= 12'bx;
     data_out_4 <= 12'bx;
     data_out_5 <= 12'bx;
     data_out_6 <= 12'bx;
     data_out_7 <= 12'bx;
     data_out_8 <= 12'bx;
     data_out_9 <= 12'bx;
     data_out_10 <= 12'bx;
     data_out_11 <= 12'bx;
     data_out_12 <= 12'bx;
     data_out_13 <= 12'bx;
     data_out_14 <= 12'bx;
     data_out_15 <= 12'bx;
     data_out_16 <= 12'bx;
     data_out_17 <= 12'bx;
     data_out_18 <= 12'bx;
     data_out_19 <= 12'bx;
     data_out_20 <= 12'bx;
     data_out_21 <= 12'bx;
     data_out_22 <= 12'bx;
     data_out_23 <= 12'bx;
     data_out_24 <= 12'bx;
   end else begin
   buf_idx <= buf_idx + 1;
   if(buf_idx == WIDTH * FILTER_SIZE - 1) begin  
     buf_idx <= 0;
   end
   buffer[buf_idx] <= data_in;   
   if(!state)   
            begin
                if(buf_idx == WIDTH * FILTER_SIZE - 1) 
                    begin
                        state <= 1'b1;
                    end
            end 
    else 
            begin  
                w_idx <= w_idx + 1'b1;  
                if(w_idx == WIDTH - FILTER_SIZE + 1) 
                        begin
                            valid_out_buf <= 1'b0;  
                        end 
                else if(w_idx == WIDTH - 1) 
                        begin
                            buf_flag <= buf_flag + 1'b1;
                            if(buf_flag == FILTER_SIZE - 1) 
                            begin
                                buf_flag <= 0;
                            end
                            w_idx <= 0;
                            if(h_idx == HEIGHT - FILTER_SIZE) 
                            begin   
                                h_idx <= 0;
                                state <= 1'b0;
                            end 
                             h_idx <= h_idx + 1'b1;
                        end 
                  else if(w_idx == 0) begin
                            valid_out_buf <= 1'b1;  
                  end
           if(buf_flag == 3'd0) begin
                data_out_0 <= buffer[w_idx];
                data_out_1 <= buffer[w_idx + 1];
       data_out_2 <= buffer[w_idx + 2];
       data_out_3 <= buffer[w_idx + 3];
       data_out_4 <= buffer[w_idx + 4];
       data_out_5 <= buffer[w_idx + WIDTH];
       data_out_6 <= buffer[w_idx + 1 + WIDTH];
       data_out_7 <= buffer[w_idx + 2 + WIDTH];
       data_out_8 <= buffer[w_idx + 3 + WIDTH];
       data_out_9 <= buffer[w_idx + 4 + WIDTH];
       data_out_10 <= buffer[w_idx + WIDTH * 2];
       data_out_11 <= buffer[w_idx + 1 + WIDTH * 2];
       data_out_12 <= buffer[w_idx + 2 + WIDTH * 2];
       data_out_13 <= buffer[w_idx + 3 + WIDTH * 2];
       data_out_14 <= buffer[w_idx + 4 + WIDTH * 2];
       data_out_15 <= buffer[w_idx + WIDTH * 3];
       data_out_16 <= buffer[w_idx + 1 + WIDTH * 3];
       data_out_17 <= buffer[w_idx + 2 + WIDTH * 3];
       data_out_18 <= buffer[w_idx + 3 + WIDTH * 3];
       data_out_19 <= buffer[w_idx + 4 + WIDTH * 3];
       data_out_20 <= buffer[w_idx + WIDTH * 4];
       data_out_21 <= buffer[w_idx + 1 + WIDTH * 4];
       data_out_22 <= buffer[w_idx + 2 + WIDTH * 4];
       data_out_23 <= buffer[w_idx + 3 + WIDTH * 4];
       data_out_24 <= buffer[w_idx + 4 + WIDTH * 4];
     end else if(buf_flag == 3'd1) begin
       data_out_0 <= buffer[w_idx + WIDTH];
       data_out_1 <= buffer[w_idx + 1 + WIDTH];
       data_out_2 <= buffer[w_idx + 2 + WIDTH];
       data_out_3 <= buffer[w_idx + 3 + WIDTH];
       data_out_4 <= buffer[w_idx + 4 + WIDTH];
       data_out_5 <= buffer[w_idx + WIDTH * 2];
       data_out_6 <= buffer[w_idx + 1 + WIDTH * 2];
       data_out_7 <= buffer[w_idx + 2 + WIDTH * 2];
       data_out_8 <= buffer[w_idx + 3 + WIDTH * 2];
       data_out_9 <= buffer[w_idx + 4 + WIDTH * 2];
       data_out_10 <= buffer[w_idx + WIDTH * 3];
       data_out_11 <= buffer[w_idx + 1 + WIDTH * 3];
       data_out_12 <= buffer[w_idx + 2 + WIDTH * 3];
       data_out_13 <= buffer[w_idx + 3 + WIDTH * 3];
       data_out_14 <= buffer[w_idx + 4 + WIDTH * 3];
       data_out_15 <= buffer[w_idx + WIDTH * 4];
       data_out_16 <= buffer[w_idx + 1 + WIDTH * 4];
       data_out_17 <= buffer[w_idx + 2 + WIDTH * 4];
       data_out_18 <= buffer[w_idx + 3 + WIDTH * 4];
       data_out_19 <= buffer[w_idx + 4 + WIDTH * 4];
       data_out_20 <= buffer[w_idx];
       data_out_21 <= buffer[w_idx + 1];
       data_out_22 <= buffer[w_idx + 2];
       data_out_23 <= buffer[w_idx + 3];
       data_out_24 <= buffer[w_idx + 4];
     end else if(buf_flag == 3'd2) begin
       data_out_0 <= buffer[w_idx + WIDTH * 2];
       data_out_1 <= buffer[w_idx + 1 + WIDTH * 2];
       data_out_2 <= buffer[w_idx + 2 + WIDTH * 2];
       data_out_3 <= buffer[w_idx + 3 + WIDTH * 2];
       data_out_4 <= buffer[w_idx + 4 + WIDTH * 2];
       data_out_5 <= buffer[w_idx + WIDTH * 3];
       data_out_6 <= buffer[w_idx + 1 + WIDTH * 3];
       data_out_7 <= buffer[w_idx + 2 + WIDTH * 3];
       data_out_8 <= buffer[w_idx + 3 + WIDTH * 3];
       data_out_9 <= buffer[w_idx + 4 + WIDTH * 3];
       data_out_10 <= buffer[w_idx + WIDTH * 4];
       data_out_11 <= buffer[w_idx + 1 + WIDTH * 4];
       data_out_12 <= buffer[w_idx + 2 + WIDTH * 4];
       data_out_13 <= buffer[w_idx + 3 + WIDTH * 4];
       data_out_14 <= buffer[w_idx + 4 + WIDTH * 4];
       data_out_15 <= buffer[w_idx];
       data_out_16 <= buffer[w_idx + 1];
       data_out_17 <= buffer[w_idx + 2];
       data_out_18 <= buffer[w_idx + 3];
       data_out_19 <= buffer[w_idx + 4];
       data_out_20 <= buffer[w_idx + WIDTH];
       data_out_21 <= buffer[w_idx + 1 + WIDTH];
       data_out_22 <= buffer[w_idx + 2 + WIDTH];
       data_out_23 <= buffer[w_idx + 3 + WIDTH];
       data_out_24 <= buffer[w_idx + 4 + WIDTH];
     end else if(buf_flag == 3'd3) begin
       data_out_0 <= buffer[w_idx + WIDTH * 3];
       data_out_1 <= buffer[w_idx + 1 + WIDTH * 3];
       data_out_2 <= buffer[w_idx + 2 + WIDTH * 3];
       data_out_3 <= buffer[w_idx + 3 + WIDTH * 3];
       data_out_4 <= buffer[w_idx + 4 + WIDTH * 3];
       data_out_5 <= buffer[w_idx + WIDTH * 4];
       data_out_6 <= buffer[w_idx + 1 + WIDTH * 4];
       data_out_7 <= buffer[w_idx + 2 + WIDTH * 4];
       data_out_8 <= buffer[w_idx + 3 + WIDTH * 4];
       data_out_9 <= buffer[w_idx + 4 + WIDTH * 4];
       data_out_10 <= buffer[w_idx];
       data_out_11 <= buffer[w_idx + 1];
       data_out_12 <= buffer[w_idx + 2];
       data_out_13 <= buffer[w_idx + 3];
       data_out_14 <= buffer[w_idx + 4];
       data_out_15 <= buffer[w_idx + WIDTH];
       data_out_16 <= buffer[w_idx + 1 + WIDTH];
       data_out_17 <= buffer[w_idx + 2 + WIDTH];
       data_out_18 <= buffer[w_idx + 3 + WIDTH];
       data_out_19 <= buffer[w_idx + 4 + WIDTH];
       data_out_20 <= buffer[w_idx + WIDTH * 2];
       data_out_21 <= buffer[w_idx + 1 + WIDTH * 2];
       data_out_22 <= buffer[w_idx + 2 + WIDTH * 2];
       data_out_23 <= buffer[w_idx + 3 + WIDTH * 2];
       data_out_24 <= buffer[w_idx + 4 + WIDTH * 2];      
     end else if(buf_flag == 3'd4) begin
       data_out_0 <= buffer[w_idx + WIDTH * 4];
       data_out_1 <= buffer[w_idx + 1 + WIDTH * 4];
       data_out_2 <= buffer[w_idx + 2 + WIDTH * 4];
       data_out_3 <= buffer[w_idx + 3 + WIDTH * 4];
       data_out_4 <= buffer[w_idx + 4 + WIDTH * 4];
       data_out_5 <= buffer[w_idx];
       data_out_6 <= buffer[w_idx + 1];
       data_out_7 <= buffer[w_idx + 2];
       data_out_8 <= buffer[w_idx + 3];
       data_out_9 <= buffer[w_idx + 4];
       data_out_10 <= buffer[w_idx + WIDTH];
       data_out_11 <= buffer[w_idx + 1 + WIDTH];
       data_out_12 <= buffer[w_idx + 2 + WIDTH];
       data_out_13 <= buffer[w_idx + 3 + WIDTH];
       data_out_14 <= buffer[w_idx + 4 + WIDTH];
       data_out_15 <= buffer[w_idx + WIDTH * 2];
       data_out_16 <= buffer[w_idx + 1 + WIDTH * 2];
       data_out_17 <= buffer[w_idx + 2 + WIDTH * 2];
       data_out_18 <= buffer[w_idx + 3 + WIDTH * 2];
       data_out_19 <= buffer[w_idx + 4 + WIDTH * 2];
       data_out_20 <= buffer[w_idx + WIDTH * 3];
       data_out_21 <= buffer[w_idx + 1 + WIDTH * 3];
       data_out_22 <= buffer[w_idx + 2 + WIDTH * 3];
       data_out_23 <= buffer[w_idx + 3 + WIDTH * 3];
       data_out_24 <= buffer[w_idx + 4 + WIDTH * 3];   
     end
   end
   end
 end
endmodule
==> flow_summary.ini <==
; generated from flow reports
[route]
post_drt_wl_per_cell_um = 57.2
final_antenna_net_count = 0
route.detailed.drc = 0
avgViaCountPerCell = 6.97
drt_iter0_markers = 13300
dr.pass1.iters = 7
drt-met1-wl_mm = 277
topRoutingLayerUsed = met5
vias = 107000
dr_wl_met2_mm = 340
routed_wl_mm = 882
wl_met3_mm = 163

[yosys]
syn-instance-count = 9536
synth_area_sq_um = 123000
area_leaders = mux4_2 33%, edfxtp_1 32%, mux2i_1 7.7%
synth_stat.cells = 9536
yosys_area_sq_um = 123000
top_area_share_pct = 33.4
synthFlopType = edfxtp_1
edf_count = 1320
syn_avg_cell_area_sq_um = 12.9
yosysSeqAreaShare_pct = 32.7
synth-async-reset-ratio_pct = 0
synthDistinctLibCells = 116
ys_ff = 1348
synth_area_leader_cell = mux4_2
ys_warn_count = 1

[place]
placed_cell_area_sq_um = 133000
place_hpwl_mm = 720
io_buffers = 210
gp_congestion = 1.23

[grt]
grt_pass1_vias = 104000
antenna_found_initial = 158
grt_max_degree = 176
track_usage_pct = 44.6
grt_pass1_wl_mm = 1120
overflow = 0

[finish]
largest_reg_flops = 1120
drive_gt1_share_pct = 35.1
mostFrequentLayoutCell = mux4_2
fillers = 39500
mostFrequentLayoutCells = 1822 x mux4_2, 1320 x edfxtp_1, 1109 x nand2_1
comb_area_sq_um = 78000
seq_area_sq_um = 40200
syn_to_final_growth_pct = 12.7
largest_register = buffer
design_area_sq_um = 139000

[hold_path]
hold_path_depth = 2
min_from = h_idx[1]
min_path_type = reg -> reg

[power_and_ir_drop]
switching_share_pct = 23.4
seqPwrFrac_pct = 50.1
power_uw = 504
intPower_uw = 385
peakVddDrop_mv = 0.00704
power.clock.fraction_pct = 45.9
power.switching_uw = 118
powerDensity_nw_per_um2 = 3.63
p_leak_nw = 43.2
combPwrFrac_pct = 4.0

[clock_network]
cts_buffers = 150
ctsHtreeMaxLevel = 4
cts_resized = 0
clkLatencyLatePin_ps = 950
post_cts_buffers = 0
cts_root_buf = clkbuf_16
hold_buffers = 0
clk_pin_slew_ps = 60
cts_tree = yes
cts.sinks = 1348
clockBufferDepth = 4

[sta]
setup_tns_ps = 0
fmax_mhz = 19.0
period_used_pct = 21.2
slew_headroom_pct = 17.9
drv_slew = 0
tightest_slew_ps = 1230
final.min_clock_period_ps = 52680
finalHoldViolCount = 0
rsz0062_at_grt = false
skew_ps = 93.2
setup_violations = 0

[flow_run]
warning_count = 75
drv_cap = 0

[critical_path]
crit_fanout = 10
timing.rr.start = w_idx[0]
critical_path_class = in -> reg
startpoint = rst_n
start_kind = input port
end_kind = flip-flop
ff2ff_setup_slack_ps = 238920
required_ps = 249190
cp.arrival_ps = 53170
r2r_cells = 19

[floorplanning]
die_area_sq_um = 413000
pin_count = 211
initial_utilization_pct = 30.2
die_h_um = 642
core_area_sq_um = 407000
rows = 234
fp.dieW_um = 642

[outcome]
status = complete, no violations
## power by group through the flow
stage	Combinational [mW]	Clock, mW	Sequential [mW]
after CTS	0.0191	0.232	0.252
after global routing	0.0200	0.240	0.252
final	0.0202	0.231	0.252
## stage by stage
stage                     setup WS (ps)  hold WS, ps  util, %  cells
after floorplan                  193560          466        -   9536
after global placement           195510          544     32.7  15000
after detailed placement         195510          549     32.7  15000
after CTS                        196350          559     33.9  15200
after global routing             196140          591     34.0  15300
final                            196020          555     34.0  15400
## cell usage after synthesis, types with 16 or more instances
cell,n
mux4_2,1822
edfxtp_1,1320
nand2_1,1113
mux2i_1,946
nor2_1,663
mux2_2,404
a21oi_1,324
clkbuf_1,319
buf_2,308
o21ai_0,265
buf_4,188
nand3_1,157
a211oi_1,117
o22ai_1,109
nor3_1,99
o211ai_1,92
nand4_1,78
a22oi_1,69
inv_1,68
buf_6,66
a31oi_1,56
ha_1,55
o221ai_1,51
a221oi_1,49
buf_1,49
a32oi_1,36
a22o_1,31
and2_1,30
and3_1,29
nor2b_1,29
o21ai_1,29
dfxtp_1,28
a311oi_1,23
nand2b_1,22
a221o_1,21
xnor2_1,20
nor4_1,19
or3_1,18
a21o_1,17
a2111oi_0,16
a32o_1,16
o2111ai_1,16
## cells by family (layout without fill, tap and decap cells)
kind of cell | after synthesis | after routing | synth area share, %
mux | 3188 | 3188 | 44.9
flops | 1348 | 1348 | 32.7
fa+ha+maj | 55 | 55 | 0.560
xor+xnor | 46 | 46 | 0.525
compound gates | 1568 | 1568 | 8.82
buf+inv | 1026 | 1308 | 4.54
other cells | 0 | 169 | 0
simple gates | 2305 | 2305 | 7.95
## critical path, stage by stage
cell and delay (ps):
buf_2 120, buf_4 360, nor2b_1 860, nand2_1 880, buf_4 500, nor2_1 620
## layer usage
layer / vias to the layer above / global-route usage [%]
met2: 9916 / 55.9
met4: 92 / 36.5
met3: 2381 / 35.2
li1: 40100 / -
met5: - / 6.81
met1: 55000 / 48.0
## area by class of cell
type,instances,area share (%)
well taps,5428,4.90
flip-flops and latches,1348,29.0
multi-input cells,7162,56.2
inverters,85,0.262
clock inverters,106,0.818
clock buffers,161,2.77
repair buffers,956,5.70
diodes,169,0.305
## path summary, 6_finish.rpt
kind	end
worst max-delay path	buffer[34][0]
worst max register to register	data_out_6[2]
worst min-delay path	h_idx[1]
worst min register to register	h_idx[1]
Power is estimated from default activity; no workload was simulated.
